File: design.v
package cmd_bits;
	localparam b_tx = 0, b_op_1 = 1, b_op_2 = 2, b_subres = 4, b_addres = 5, b_subop = 6, b_addop = 7;
endpackage
import cmd_bits::*;
module dev_fsm
#(
	parameter DW = 8	 
)
(
	input logic clk, rst, cs,
	input logic [DW - 1:0] din,
	output logic busy, drdy,
	output logic [DW - 1:0] dout
);
	enum logic [4:0] {ST_IDLE, ST_RCV_1, ST_RCV_2, ST_PROC, ST_TX} state, next_state;
	logic [DW - 1:0] result;
	logic [DW - 1:0] op_1;
	logic [DW - 1:0] op_2;
	logic [DW - 1:0] cmd;
	always_ff @ (posedge clk or negedge rst)
	begin
		if (~rst) state <= ST_IDLE;
		else state <= next_state;
	end
	always_comb
	begin    
		case (state)
		ST_IDLE:
			if(cs)
			begin
				if(din[b_tx])
					next_state = ST_TX;
				else 
					next_state = ST_RCV_1;
			end					
			else
				next_state = ST_IDLE;
		ST_RCV_1:			
			next_state = ST_RCV_2;
		ST_RCV_2:
			next_state = ST_PROC;
		ST_PROC:		
			next_state = ST_IDLE;
		ST_TX:
			next_state = ST_IDLE;
		default:
			next_state = ST_IDLE;
		endcase
	end
	always_ff @ (posedge clk or negedge rst)
	begin
		if (~rst)
		begin
			drdy <= 0;
			busy <= 0;
			result <= 0;
			op_1 <= 0;
			op_2 <= 0;
			cmd <= 0;
		end
		else
		begin
			busy <= !(next_state==ST_IDLE);
			drdy <= (next_state == ST_TX);	
			case (state)
				ST_IDLE:
				begin
					if (cs) cmd <= din;
				end		
				ST_RCV_1:
					op_1<=din;
				ST_RCV_2:
					op_2<=din;
				ST_PROC:
					case (cmd[DW - 1:DW - 4])
						4'b1000: result <= op_1 + op_2;
						4'b0100: result <= op_1 - op_2;
						4'b0010: result <= result + op_1;
						4'b0001: result <= result - op_1;
					endcase
			endcase
		end
	end
	assign dout = (state==ST_TX)?result:'bx;
endmodule
File: run.sh
#!/bin/bash
# OpenROAD 26Q1-2900-gdf79404cd8, Yosys 0.63+post, stock flow scripts
make -C /OpenROAD-flow-scripts/flow DESIGN_CONFIG=/design/flow/config.mk WORK_HOME=/design/flow/orfs finish
File: config.mk
export PLATFORM = sky130hd
export DESIGN_NAME = dev_fsm
export DESIGN_NICKNAME = dev_fsm
export VERILOG_FILES = /design/flow/design.v
export SDC_FILE = /design/flow/constraint.sdc
export NUM_CORES = 4
export LEC_CHECK = 1
export CORE_UTILIZATION = 40
File: constraint.sdc
current_design dev_fsm

set clk_period 6.9
set clk_io_pct 0.2

create_clock -name clk0 -period $clk_period [get_ports {clk}]

set non_clock_inputs [all_inputs -no_clocks]
set_input_delay [expr $clk_period * $clk_io_pct] -clock clk0 $non_clock_inputs
set_output_delay [expr $clk_period * $clk_io_pct] -clock clk0 [all_outputs]
==> impl_metrics.json <==
{
  "postCtsResizedCells": 0,
  "p_comb_frac": 0.622,
  "grt_max_degree": 36,
  "warning_count": 25,
  "switching_share": 0.4347,
  "area_delta_synth_final_pct": 16.40,
  "worst_setup_path_end_kind": "flip-flop",
  "hpwl_mm": 3.359,
  "postSynthSeqShare": 0.3938,
  "drc": 0,
  "intPower_mw": 0.8428,
  "cap_viol_max_count": 0,
  "slew_headroom": 0.6559,
  "clock_latency_ns": 0.29,
  "detail-route-antenna-nets": 0,
  "yosysWarnings": 1,
  "finalCriticalPeriod_ns": 2.868,
  "setup_viol": 0,
  "placed_cells": 308,
  "io_pins": 21,
  "yosys.area.top_type": "dfrtp_1",
  "max_freq_mhz": 348.7,
  "via_per_inst": 5.168,
  "place_ws_ns": 4.038,
  "netlist_area_mm2": 0.002227,
  "die_w_um": 76.62,
  "fin_cells": 316,
  "syn_inst": 222,
  "slowest_stage": "nor4b_4",
  "ir_drop_mv": 0.2054,
  "htreeDepth": 2,
  "seqPwrFrac": 0.268,
  "hold_class": "reg -> reg",
  "cp-start-kind": "flip-flop",
  "finalCritPeriodShare": 0.4157,
  "ys_ff": 35,
  "critPathRequiredTime_ns": 7.08,
  "p_per_area_mw_per_mm2": 575.0,
  "cts_tree": "built",
  "cp_top_family": "AND-OR/OR-AND gates",
  "coreArea_mm2": 0.005238,
  "cp_common_cell": "a21oi_1",
  "initialDrtViolationCount": 103,
  "outcome": "finished clean",
  "grt_setup_unrepaired": "false",
  "ctsRootBufferMaster": "clkbuf_8",
  "drive_above_1_share": 0.1301,
  "crit_type": "reg -> reg",
  "crit_path_cell_trace": "nor4b_4 > mux2i_1 > fa_1 > a21o_1 > a21oi_1 > o21bai_1 > a21oi_1 > xnor2_1 > a221o_1",
  "wl_mm": 4.443,
  "hold_viol": 0,
  "p_clk_frac": 0.110,
  "num_vias": 1633,
  "syn_area_per_cell_um2": 10.03,
  "netSwitchingPower_mw": 0.6480,
  "crit_path_max_fanout": 7,
  "chip_area_mm2": 0.005870,
  "drv_slew": 0,
  "top_area_frac": 0.3820,
  "yosys_area_mm2": 0.002227,
  "fp-utilization": 0.4252,
  "ys.flop_type": "dfrtp_1",
  "firstDrtPassIters": 4,
  "die_h_um": 76.62,
  "clk_pin_slew_worst_paths_ns": 0.08,
  "synthTopCellsByCount": "dfrtp_1 (34), xnor2_1 (19), nand2_1 (18)",
  "gr-total-overflow": 0,
  "totalPowerFinal_mw": 1.491,
  "port_buffers": 20,
  "antenna_cells": 0,
  "holdBufCountCts": 0,
  "p_leak_nw": 1.100,
  "cp.arrival_ns": 3.05,
  "slowest_delay_ns": 0.52,
  "clock_sinks": 35,
  "worst_slack_ns": 4.032,
  "grt_pass1_wl_mm": 7.728,
  "grtUsageTotal": 0.1719,
  "gp_congestion": 0.8279,
  "synth_cell_types": 37,
  "area_leaders": "dfrtp_1 (38%), ha_1 (9.0%), mux2_2 (8.1%)",
  "crit_buf_inv": 0,
  "rows": 26,
  "synth-edff-count": 0,
  "async_reset_ff_frac": 1.000,
  "grt_pass1_vias": 1573,
  "ys_cells": 222,
  "numCtsBuffers": 5,
  "worst_slew_pin_slew_ns": 0.5149,
  "setup_tns_ns": 0,
  "finClkSkew_ns": 0.01120,
  "clockBufferDepth": 2,
  "yosysMostFrequentCell": "dfrtp_1",
  "cts.repair_timing.setup_buffer_count": 0,
  "antenna_found_initial": 0,
  "routedWlPerCell_um": 14.06
}
==> power groups by stage <==
stage | Sequential (mW) | Clock [mW] | Combinational (mW)
4_1_cts | 0.401 | 0.170 | 0.931
5_1_grt | 0.418 | 0.180 | 1.05
6_report | 0.400 | 0.164 | 0.927
==> flip-flops by register name, summed over array words and instances (netlist names) <==
name / count
op_1: 8
op_2: 8
result: 8
state: 5
cmd: 4
busy: 1
drdy: 1
==> per-stage QoR <==
step	hold WS (ns)	utilization	cell area [um2]
after floorplan	0.3802	-	2227
after global placement	0.4587	0.4761	2494
after detailed placement	0.4705	0.4761	2494
after CTS	0.4896	0.4950	2592
after global routing	0.5180	0.4950	2592
final	0.4808	0.4950	2592
==> kinds of logic (layout without fill, tap and decap cells) <==
group                      after synthesis  after routing  synth area share
and+or+nand+nor                         58             58            0.1382
muxes                                   19             19           0.09438
buffers and inverters                   15             39           0.02753
DFF                                     35             35            0.3938
xor gates and xnor gates                25             25            0.1017
adders and majority gates               18             18            0.1079
AOI/OAI and AO/OA                       52             52            0.1365
==> layout by cell type (no fill, tap or decap), drive strengths merged <==
master,count
a31oi,3
nor3,8
nand2b,2
and3,2
fa,2
a41oi,1
and2,1
a21o,2
o2111ai,1
nor2b,2
nor4,2
clkinvlp,1
o21bai,1
clkbuf,6
nor2,16
nor4b,3
buf,2
clkinv,1
o21ai,21
xor2,5
nand2,18
mux2,16
inv,10
nand3b,3
clkdlybuf4s50,19
o21a,2
xnor2,20
a211oi,1
nand3,1
mux2i,3
a221o,2
a21oi,18
dfrtp,34
dfstp,1
ha,16
==> area by class of cell <==
cell class              instances  area [um2]
fillers                       493        2645
multi-input cells             172        1289
flip-flops and latches         35       877.1
repair buffers                 21       202.7
well taps                      70       87.58
clock buffers                   6       82.58
inverters                      10       37.54
clock inverters                 2       16.27
==> metal layers <==
layer | up-vias | global-route usage | share of wire
met3 | 4 | 0.03771 | 0.043
met1 | 763 | 0.2719 | 0.50
met4 | 0 | 0.01923 | 0.0086
li1 | 831 | - | -
met5 | - | 0 | 0
met2 | 35 | 0.2568 | 0.45
==> path summary, 6_finish.rpt <==
path,slack [ns],start,endpoint,cells past startpoint
max,4.03,cmd[5]$_DFFE_PN0P_,result[6]$_DFFE_PN0P_,9
min,0.48,state[1]$_DFF_PN0_,state[0]$_DFF_PN1_,2
max reg2reg,4.03,cmd[5]$_DFFE_PN0P_,result[6]$_DFFE_PN0P_,9
min reg2reg,0.48,state[1]$_DFF_PN0_,state[0]$_DFF_PN1_,2
max in group asynchronous,5.44,rst,state[0]$_DFF_PN1_,2
min in group asynchronous,1.10,rst,result[7]$_DFFE_PN0P_,2
==> tightest hold or removal path, stage by stage (launching register included) <==
cell and delay [ns]:
dfrtp_1 0.33, nor2_1 0.04, o21ai_0 0.07
Power is estimated from default activity; no workload was simulated.
