**flow/config.mk**
```make
export PLATFORM = sky130hd
export DESIGN_NAME = delay_counter
export DESIGN_NICKNAME = delay_counter
export VERILOG_FILES = /design/flow/design.v
export SDC_FILE = /design/flow/constraint.sdc
export NUM_CORES = 4
export LEC_CHECK = 1
export CORE_AREA = 10 10 71 71
export DIE_AREA = 0 0 81 81
```
**flow/constraint.sdc**
```tcl
current_design delay_counter

set clk_period 2.7
set clk_io_pct 0.2

create_clock -name clk0 -period $clk_period [get_ports {clk}]

set non_clock_inputs [all_inputs -no_clocks]
set_input_delay [expr $clk_period * $clk_io_pct] -clock clk0 $non_clock_inputs
set_output_delay [expr $clk_period * $clk_io_pct] -clock clk0 [all_outputs]
```
**flow/design.v**
```verilog
package cmd_bits;
	localparam b_tx = 0, b_op_1 = 1, b_op_2 = 2, b_subres = 4, b_addres = 5, b_subop = 6, b_addop = 7;
endpackage
module delay_counter(
	input logic resetn,
	input logic clk,
	input logic [2:0] delay,
	output logic [3 :0] count
);
logic [2:0] clk_buffer;
always_ff@(posedge clk or negedge resetn)
begin
	if(!resetn)
	begin			
		count <= 0;
		clk_buffer <= 0;
	end
	else
	begin				
		if(count == 15)
		begin
			if(clk_buffer == 0) count <= 0;
			else clk_buffer <= clk_buffer - 1;
		end	
		else if(clk_buffer == delay - 1)
		begin
			count <= count + 1;
		end
		else
		begin
			clk_buffer <= clk_buffer + 1;
		end
	end	
end
endmodule		
```
**flow/run.sh**
```bash
#!/bin/bash
# OpenROAD 26Q1-2900-gdf79404cd8, Yosys 0.63+post, stock flow scripts
make -C /OpenROAD-flow-scripts/flow DESIGN_CONFIG=/design/flow/config.mk WORK_HOME=/design/flow/orfs finish
```
==> reports/qor.log <==
qor: outcome.outcome completed
qor: routing.drt_first_pass_iters 4
qor: routing.ant_nets 0
qor: final_layout.layoutNonFillerInstCount 110
qor: clock_tree.hold_buffers 0
qor: yosys.synth.avg_cell_area 9.63 um^2
qor: final_layout.final_core_util 0.183
qor: pwr.swShare 0.354
qor: placement.dp_wirelength 752 um
qor: sta.timing.fmax 434 MHz
qor: clock_tree.worst_skew_pair.late_latency 0.22 ns
qor: sta.setup_viol 0
qor: clock_tree.postCtsSetupBuffers 0
qor: yosys.synthTopCellsByArea sky130_fd_sc_hd__dfrtp_1 37%, sky130_fd_sc_hd__ha_1 8.0%, sky130_fd_sc_hd__o21ai_0 4.2%
qor: placement.port-buffer-count 8
qor: hold_path.timing.hold.worst.class flop to flop
qor: final_layout.final_layout_size_suffix_gt1_frac 0.145
qor: sta.grt_setup_unrepaired no
qor: routing.remaining_drc_errors 0
qor: routing.dr_vias 392
qor: grt.grt_start_max_net_pins 8
qor: setup_path.path_cells clkdlybuf4s50_1, inv_1, ha_1, xor2_1, xnor2_1, nand4_2, nand2_1, mux2_2
qor: setup_path.timing.critical_path.to_type flop
qor: job.warnings 25
qor: routing.wirelength 960 um
qor: placement.globalplace.congestion 0.754
qor: pwr.netSwitchingPower 231 uW
qor: grt.gr-usage-all-layers 0.0298
qor: pwr.powerDensity 981 nW/um^2
qor: setup_path.cp_top_family buffers and inverters
qor: setup_path.arrival 2.41 ns
qor: die.chipArea 6560 um^2
qor: die.boundaryPins 9
qor: sta.timing.final.crit_period 2.30 ns
qor: pwr.power.combinational.fraction 0.421
qor: placement.detailed_place.area 619 um^2
qor: routing.drt_iter0_markers 36
qor: setup_path.worst-setup-path-type input pin to flop
qor: pwr.seq_power_share 0.359
qor: sta.min_period_over_period 0.853
qor: grt.grt_antenna_before_repair 0
qor: yosys.distinct_cell_type_count_after_synthesis 23
qor: pwr.p_leak 0.279 nW
qor: grt.first_global_vias 358
qor: pwr.clkPwrFrac 0.221
qor: setup_path.timing.critical_path.buf_inv 2
qor: clock_tree.cts_made_buffers 3
qor: clock_tree.clock_pin_transition_on_the_worst_setup_and_hold_timing_paths 0.04 ns
qor: sta.fin_ws 0.398 ns
qor: yosys.ys_cells 49
qor: sta.final_number_of_hold_violating_endpoints 0
qor: clock_tree.cts.htree.levels 1
qor: clock_tree.clock-root-buffer sky130_fd_sc_hd__clkbuf_8
qor: clock_tree.cts_num_sinks 7
qor: grt.grt_pass1_wl 1580 um
qor: yosys.synth_warnings 1
qor: yosys.largest_area_cell sky130_fd_sc_hd__dfrtp_1
qor: die.die_y 81 um
qor: sta.tightest_slew 0.322 ns
qor: setup_path.critical_path.slowest_cell sky130_fd_sc_hd__clkdlybuf4s50_1
qor: sta.finalClockSkew 0.00120 ns
qor: routing.number_of_antenna_diodes 0
qor: placement.numPlacedInstances 106
qor: die.core-area 3630 um^2
qor: yosys.synth_area 472 um^2
qor: yosys.chip_area_from_the_yosys_synthesis_statistics 472 um^2
qor: yosys.postSynthRegisterBits 7
qor: pwr.internal-power 421 uW
qor: setup_path.timing.critical_path.from_type input pin
qor: final_layout.nFillCells 412
qor: final_layout.area.sequential 175 um^2
qor: die.initial_core_util 0.130
qor: yosys.netlist_instances 49
qor: yosys.yosys.area.top_type_share 0.371
qor: sta.timing.max_slew.rel_slack 0.785
qor: final_layout.final_area 664 um^2
qor: clock_tree.tritoncts_clock_tree yes
qor: job.max_cap_viol_count 0
qor: placement.place_worst_setup_slack 0.183 ns
qor: setup_path.critPathRequiredTime 2.81 ns
qor: pwr.ir_drop_worst_case_vdd 696 uV
qor: clock_tree.ctsLongestPathBuffers 2
qor: sta.maxSlewViolCount 0
qor: final_layout.areaGrowthSynthToFinish 40.8%
qor: setup_path.stage_delay_of_the_slowest_cell_on_the_critical_path 0.49 ns
qor: setup_path.crit_fanout 7
qor: clock_tree.cts_resized 0
qor: final_layout.comb_area 285 um^2
qor: yosys.synth_seq_share 0.371
qor: grt.overflow 0
qor: sta.setup_tns 0 ns
qor: die.num_rows 22
qor: routing.detail_route.vias_per_cell 3.56
qor: routing.post_drt_wl_per_cell 8.73 um
qor: die.fp.dieW 81 um
[layout by cell type (no fill, tap or decap), types with 2 or more instances in the layout]
cell type,Yosys,routed
sky130_fd_sc_hd__clkdlybuf4s50_1,0,8
sky130_fd_sc_hd__o21ai_0,4,4
sky130_fd_sc_hd__dfrtp_1,7,7
sky130_fd_sc_hd__inv_1,3,3
sky130_fd_sc_hd__a21oi_1,2,2
sky130_fd_sc_hd__nand2_1,5,5
sky130_fd_sc_hd__xnor2_1,2,2
sky130_fd_sc_hd__or3_1,2,2
sky130_fd_sc_hd__xor2_1,2,2
sky130_fd_sc_hd__nand2b_1,3,3
sky130_fd_sc_hd__nand3_1,3,3
sky130_fd_sc_hd__ha_1,3,3
sky130_fd_sc_hd__and2_1,2,2
sky130_fd_sc_hd__clkbuf_8,0,3
[worst paths after layout]
path                            endpoint  slack [ns]  depth (start not counted)           from
max in group asynchronous       count[2]        1.88                          1         resetn
min in group asynchronous       count[3]        0.58                          1         resetn
min                        clk_buffer[2]        0.53                          1  clk_buffer[2]
max reg2reg                clk_buffer[2]        0.73                          8       count[0]
max                             count[1]        0.40                          8       delay[0]
min reg2reg                clk_buffer[2]        0.53                          1  clk_buffer[2]
[worst register-to-register path, cell delays in order (launching register included)]
cell                      delay, ns
sky130_fd_sc_hd__dfrtp_1       0.39
sky130_fd_sc_hd__ha_1          0.27
sky130_fd_sc_hd__nand3_4       0.14
sky130_fd_sc_hd__xnor2_1       0.15
sky130_fd_sc_hd__ha_1          0.21
sky130_fd_sc_hd__or4b_1        0.46
sky130_fd_sc_hd__nand2_1       0.08
sky130_fd_sc_hd__a21oi_1       0.06
sky130_fd_sc_hd__a31oi_1       0.14
[metal layers]
metal | vias to the layer above | wire (um) | global-route usage | part of all wire
li1 | 197 | - | - | -
met1 | 173 | 451 | 0.0441 | 0.47
met2 | 20 | 341 | 0.0318 | 0.36
met3 | 2 | 159 | 0.0234 | 0.17
met4 | 0 | 8 | 0.00519 | 0.0083
met5 | - | 0 | 0 | 0
[registers in the layout, indices dropped and copies added, names as in the netlist]
name	cells
count	4
clk_buffer	3
[power by group through the flow]
| stage | clock network, mW | registers [mW] | logic, mW |
|---|---|---|---|
| after CTS | 0.147 | 0.235 | 0.280 |
| after global routing | 0.159 | 0.247 | 0.310 |
| final | 0.144 | 0.234 | 0.274 |
[final cells by class]
class / count / share of cell area
Clock buffer: 4 / 0.0678
Inverter: 3 / 0.0169
Multi-Input combinational cell: 39 / 0.429
Sequential cell: 7 / 0.264
Tap cell: 48 / 0.0904
Timing Repair Buffer: 9 / 0.132
[logic make-up (layout without fill, tap and decap cells)]
logic type,count (synthesis),count (layout),synth area share
AND/OR/NAND/NOR,21,21,0.300
AND-OR/OR-AND,9,9,0.106
flip-flops,7,7,0.371
XOR/XNOR,4,4,0.0743
adder cells (fa/ha/maj),3,3,0.0796
buffers and inverters,3,16,0.0239
multiplexers,2,2,0.0451
[Yosys cell counts, drive strengths merged]
master,instances
dfrtp,7
or4b,1
and2b,1
nor2,1
o21ai,5
nand2b,3
a2bb2oi,1
ha,3
and2,2
xnor2,2
a21oi,2
nand2,5
or3,2
nand4,1
mux2i,1
inv,3
xor2,2
a31oi,1
mux2,1
or4,1
nand3,4
[through the flow]
step	hold slack, ns	power (mW)
floorplan	0.244	0.390
global placement	0.527	0.499
detailed placement	0.528	0.511
CTS	0.532	0.662
global route	0.550	0.715
finish	0.528	0.652
Power is estimated from default activity; no workload was simulated.
